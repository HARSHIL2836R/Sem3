[/design/flow/config.mk]
export PLATFORM = sky130hd
export DESIGN_NAME = simple_counter
export DESIGN_NICKNAME = simple_counter
export VERILOG_FILES = /design/flow/design.v
export SDC_FILE = /design/flow/constraint.sdc
export NUM_CORES = 4
export LEC_CHECK = 1
export CORE_AREA = 10 10 70 70
export DIE_AREA = 0 0 80 80
[/design/flow/run.sh]
#!/bin/bash
# OpenROAD 26Q1-2900-gdf79404cd8, Yosys 0.63+post, stock flow scripts
make -C /OpenROAD-flow-scripts/flow DESIGN_CONFIG=/design/flow/config.mk WORK_HOME=/design/flow/orfs finish
[/design/flow/design.v]
module simple_counter(clk,rst, enable, out);
    input clk;
    input rst;
    input enable;
    output reg out;
    reg [1:0] state, nxt_state;
    parameter S0 = 2'b00;
    parameter S1 = 2'b01;
    parameter S2 = 2'b10;
    parameter S3 = 2'b11;
    always @(posedge clk) begin
        if (rst) begin
            state <= S0;
        end
        else if (enable) begin
            state <= nxt_state;
        end
    end
    always@(*) begin
        case(state) 
            S0: 
                begin
                    nxt_state = S1;
                    out = 0; 
                end
            S1:
                begin
                    nxt_state = S2;
                    out = 0; 
                end
            S2:
                begin
                    nxt_state = S3;
                    out = 0; 
                end
            S3:
                begin
                    nxt_state = S0;
                    out = 1; 
                end
            default: 
                begin
                    nxt_state = S0;
                    out = 0; 
                end            
        endcase
    end
endmodule
[/design/flow/constraint.sdc]
current_design simple_counter

set clk_period 1.0
set clk_io_pct 0.2

create_clock -name clk0 -period $clk_period [get_ports {clk}]

set non_clock_inputs [all_inputs -no_clocks]
set_input_delay [expr $clk_period * $clk_io_pct] -clock clk0 $non_clock_inputs
set_output_delay [expr $clk_period * $clk_io_pct] -clock clk0 [all_outputs]
==> run_results.csv <==
group,metric,value,unit
clock_network,clkSlewWorstSetupHoldPaths,0.04,ns
layout,stdcell_count,67,
power_and_ir_drop,ir_worst_vdd,748.1,µV
clock_network,hold_buffers,0,
power_and_ir_drop,power.internal,325.0,µW
final_timing,setup_violations,0,
global_routing,antenna_found_initial,0,
yosys,ys_cells,13,
final_timing,finalCriticalPeriod,0.9315,ns
worst_setup_path,reg2reg_setup_slack,0.07,ns
clock_network,htreeDepth,1,
floorplanning,die.size.y,80,µm
flow_run,log.warning_count,25,
final_timing,slew_viol_final,0,
worst_setup_path,arrival,1.05,ns
floorplanning,io_pins,4,
floorplanning,coreArea,0.003416,mm²
final_timing,hold_viol,0,
worst_setup_path,cp_max_fo,2,
clock_network,cts_buffer_depth,2,
power_and_ir_drop,p_sw,86.71,µW
global_routing,grt_pass1_wl,483,µm
detailed_routing,wl,331,µm
floorplanning,die-area,0.006400,mm²
worst_setup_path,startpoint,"state[3]$_DFF_P_",
power_and_ir_drop,leakage,0.0001077,µW
yosys,yosysSeqAreaShare,55.65,%
floorplanning,rows,21,
yosys,avgSynthCellArea,11.07,µm²
detailed_routing,viasPerCell,1.836,
detailed_routing,vias,123,
floorplanning,fp.dieW,80,µm
final_timing,rsz0062_at_grt,"no",
detailed_routing,drtIter0Drc,0,
layout,reg.largest.list,"state: 4 flops",
clock_network,clock-sinks,4,
place,postPlaceCellArea,241.5,µm²
global_routing,grt_pass1_vias,110,
layout,top_register,"state",
outcome,outcome,"complete, no violations",
worst_setup_path,r2r_end,"state[0]$_DFF_P_",
worst_hold_path,min_path_type,"flip-flop to flip-flop",
global_routing,gr-total-overflow,0,
worst_setup_path,cp-start-kind,"flip-flop",
global_routing,grt_max_degree,6,
power_and_ir_drop,seqPwrFrac,42.1,%
yosys,synth_flops,4,
detailed_routing,antenna_cells_inserted,0,
worst_setup_path,critPathRequiredTime,1.12,ns
layout,lay_top_cells,"mux2i_1, nor2_1, clkbuf_4, buf_4, dfxtp_1",
final_timing,max_freq,1074,MHz
worst_setup_path,end_kind,"flip-flop",
yosys,syn-instance-count,13,
detailed_routing,first_pass_iters,1,
yosys,ys_chip_area,143.9,µm²
layout,n_fill_cell,409,
clock_network,numCtsBuffers,3,
place,dpl.hpwl,257.2,µm
yosys,synth_area,143.9,µm²
clock_network,root_buffer,"clkbuf_4",
floorplanning,floorplan.core_util,4.212,%
detailed_routing,drc_errors,0,
place,gp_congestion,0.6171,
power_and_ir_drop,comb_power_share,8.2,%
layout,fin_util,7.949,%
layout,area_growth,88.70,%
layout,largest_register_ff_count,4,
worst_setup_path,reg2reg_depth,3,
detailed_routing,route.antenna.remaining_nets,0,
flow_run,maxCapViolCount,0,
power_and_ir_drop,swShare,21.06,%
yosys,yosys_warnings,1,
worst_setup_path,criticalPathCategory,"flip-flop to flip-flop",
final_timing,setup_ws,0.06853,ns
power_and_ir_drop,power_density,1516,mW/mm²
clock_network,clk_latency,0.23,ns
detailed_routing,wire_per_inst,4.940,µm
global_routing,grt_usage,1.042,%
power_and_ir_drop,clockPowerShare,49.7,%
place,io_buffers,3,
place,dp_worst_setup_slack,-0.2863,ns
final_timing,tightestPinTransition,0.2747,ns
clock_network,cts_tree,"built",
final_timing,period_used_share,93.15,%
final_timing,clock_skew,0.002596,ns
worst_setup_path,r2r_start,"state[3]$_DFF_P_",
layout,final_cell_area,271.5,µm²
place,dp.cells,63,
layout,drive_gt1_share,38.10,%
worst_setup_path,crit_end,"state[0]$_DFF_P_",
yosys,ys_types,6,
final_timing,relSlewSlack,81.69,%
## cell families (layout without fill, tap and decap cells)
group           count (synthesis)  count (layout)  synth area share [%]
compound gates                  1               1                 6.088
mux                             3               3                 20.87
buf+inv                         1               9                 3.475
simple gates                    4               4                 13.91
flops                           4               4                 55.65
## critical path, stage by stage (launching register included)
cell and delay, ns:
dfxtp_2 0.31, buf_4 0.12, buf_4 0.12, a211o_1 0.27
## power groups by stage
stage | registers, µW | clock network [µW] | logic [µW]
after CTS | 173 | 212 | 33.2
after global routing | 174 | 225 | 36.4
final | 173 | 204 | 33.9
## Yosys cell counts
cell type	n	area share (%)
dfxtp_1	4	56
a211o_1	1	6.1
clkbuf_2	1	3.5
nor2b_2	1	6.1
nor2_1	3	7.8
mux2i_1	3	21
## layout make-up
class | count | area, µm² | share of cell area [%]
clock buffers | 3 | 22.52 | 8.295
well taps | 46 | 57.56 | 21.20
repair buffers | 6 | 51.30 | 18.89
multi-input cells | 8 | 58.81 | 21.66
flip-flops and latches | 4 | 81.33 | 29.95
## metrics by stage
stage	hold slack, ns	power [µW]	TNS, ns
final	0.4921	411.7	0
after global routing	0.5161	436.3	0
after floorplan	0.2724	193.2	0
after global placement	0.4802	209.8	-0.9713
after detailed placement	0.4896	210.9	-0.9568
after CTS	0.4985	418.5	0
## how the worst min path moves through the flow
stage                    start          endpoint  cells past startpoint
finish        state[2]$_DFF_P_  state[1]$_DFF_P_                      2
global route  state[2]$_DFF_P_  state[1]$_DFF_P_                      2
CTS           state[2]$_DFF_P_  state[1]$_DFF_P_                      2
## per-layer routing
| metal | GRT usage [%] | part of all wire (%) |
|---|---|---|
| met1 | 1.262 | 55 |
| met3 | 1.136 | 8.8 |
| met4 | 0.3521 | 0 |
| met5 | 0 | 0 |
| met2 | 1.124 | 36 |
## repair_timing
| item | 4_1_cts | 5_1_grt |
|---|---|---|
| buffers inserted | 0 | 1 |
| pin swaps | 0 | 0 |
| gates resized | 2 | 2 |
| endpoints found under the setup margin | 2 | 1 |
No activity file was given, so power comes from the tool's default toggle rates.
