## design/flow/constraint.sdc

```tcl
current_design subtractor

set clk_period 30.2
set clk_io_pct 0.2

create_clock -name clk0 -period $clk_period

set non_clock_inputs [all_inputs -no_clocks]
set_input_delay [expr $clk_period * $clk_io_pct] -clock clk0 $non_clock_inputs
set_output_delay [expr $clk_period * $clk_io_pct] -clock clk0 [all_outputs]
```

## design/flow/design.v

```verilog
module halfAdder (
    a,b,S,cout
);
input a;
input b;
output S;
output cout;
xor(S,a,b);
and(cout,a,b);
endmodule
module fullAdder (
    a,b,cin,S,cout
);
input a;
input b;
input cin;
output S;
output cout;
wire sumAPlusB, carryAPlusB,carry,tmp;
halfAdder h1(.a(a),.b(b),.S(sumAPlusB),.cout(carryAPlusB));
halfAdder h2(.a(cin),.b(sumAPlusB),.S(S),.cout(carry));
halfAdder h3(.a(carry),.b(carryAPlusB),.S(cout),.cout(tmp));  
endmodule
module rca #(
    parameter N = 32
) (
    a,b,S,cout
);
input wire [N-1:0] a;
input wire [N-1:0] b;
output wire [N-1:0] S;  
output wire cout;  
wire carry[N:0];
assign carry[0] = 0;
generate
    genvar i;
    for (i=0; i<N; i=i+1) begin
        fullAdder t (.a(a[i]),.b(b[i]),.cin(carry[i]),.S(S[i]),.cout(carry[i+1])); 
    end
    assign cout = carry[N];
endgenerate
endmodule
module twosComplement #(
    parameter N = 32
) (
    a,c,carry  
);
input wire [N-1:0] a;
output wire[N-1:0] c;
output wire carry;
wire [N-1:0]d;
assign d = ~a;
rca #(.N(N)) dut (.a(d),.b(1),.S(c),.cout(carry));
endmodule
module subtractor #(
    parameter N = 32
) (
    A,B,x
);
input [N-1:0] A;
input [N-1:0] B;
output [N-1:0] x;  
wire [N-1:0] aComp;
wire tmp;
wire sign;
twosComplement #(.N(N)) dut1 (.a(A),.c(aComp),.carry(tmp));
rca #(.N(N)) dut2 (.a(B),.b(aComp),.S(x),.cout(sign));
endmodule
```

## design/flow/config.mk

```make
export PLATFORM = sky130hd
export DESIGN_NAME = subtractor
export DESIGN_NICKNAME = subtractor
export VERILOG_FILES = /design/flow/design.v
export SDC_FILE = /design/flow/constraint.sdc
export NUM_CORES = 4
export LEC_CHECK = 1
export CORE_AREA = 10 10 108 108
export DIE_AREA = 0 0 118 118
```

## design/flow/run.sh

```bash
#!/bin/bash
# OpenROAD 26Q1-2900-gdf79404cd8, Yosys 0.63+post, stock flow scripts
make -C /OpenROAD-flow-scripts/flow DESIGN_CONFIG=/design/flow/config.mk WORK_HOME=/design/flow/orfs finish
```

==> results.txt <==
Figures from the implementation reports.

- The largest individual stage delay along the critical path comes from the cell sky130_fd_sc_hd__clkdlybuf4s50_1.
- The storage element area is 0 sq um.
- The highest cell delay on the worst timing path is about 0.48 ns.
- The die boundary height is 118 um.
- The largest fanout on the critical path is 2.
- The final report lists the setup-violating endpoint count as 0.
- The worst min-delay path endpoint reads x[0].
- The wire length reported by the detailed router reads between 3 and 4 mm.
- The average detailed-routed wire length per instance reads 9.569 um.
- The element type at the critical path start reads a primary input.
- The core box area is approximately 0.0093 sq mm.
- In the final layout, the share of cells above drive strength 1 is 0%.
- The number of routed nets with antenna violations reads 0.
- The count of sequential standard cells reads 0.
- Of the available clock period, the critical path in the final layout requires between 80% and 90%.
- The worst hold path was traced through 3 stages.
- The OpenROAD report gives the critical path a required time of approximately 24 ns.
- The final weighted congestion in routability-driven placement reads 0.8574.
- The synthesized area divided by synthesized cell count is between 7 and 8 sq um.
- The die outline area is 0.01392 sq mm.
- Setup repair after global routing left no endpoint under its margin.
- The first-iteration detailed-routing DRC count is 10.
- The leftover overflow at the end of global routing is 0.
- The number of max-slew violations in the final report reads 0.
- The worst hold path begins at B[0].
- The global-route wire length before repair is ~6.6 mm.
- The fmax is 37.87 MHz.
- The starting density of the core is a little under a fifth.
- The critical path class reads in2out.
- The count of synthesis-stage warnings from yosys is 1.
- The max capacitance violation total is 0.
- Input and output buffers added on the ports amount to between 90 and 100.
- The sequential fraction of the synthesis area is 0%.
- The number of cells after detailed placement is 411.
- In this run the VDD rail shows a maximum IR drop of about 0.008 mV.
- The arrival time reported for the critical path endpoint reads 20.37 ns.
- The worst setup path is captured at an output pin.
- The final route contains around 1200 vias.
- The number of global-route vias before repair is around 1500.
- The cell count in the Yosys report reads roughly 220.
- The total power consumption of the routed design is ~43 uW.
- The OpenROAD warning count is 32.
- The worst slew margin relative to its limit is 87.41%.
- The pin count of the biggest net entering global routing is 3.
- The area of the synthesized netlist per yosys stat is around 0.0017 sq mm.
- The total negative setup slack reads 0 ns.
- The initial antenna violation count is 0.
- The most repeated library cell on the critical path reads sky130_fd_sc_hd__fa_1.
- The DRC violation count after routing is 0.
- The pre-antenna-repair detailed-routing pass consisted of 3 iterations.
- The post-route standard cell area excluding fillers reads ~0.0026 sq mm.
- The final hold violation count recorded for this run is 0.
- For the pin with the worst max-slew slack, the measured transition is around 0.19 ns.
- The flow ran to the end, and the final reports show no timing, DRC or antenna violations.
- The tally of non-filler cells in the final layout reads between 400 and 500.
- The final critical path time including I/O delays and setup is approximately 26 ns.
- For this design the ratio of total power to cell area is 16.76 mW/mm^2.
- The x dimension of the die reads around 120 um.
- The post-place instance area reads between 0.002 and 0.003 sq mm.
- The area of the mapped netlist is 0.001713 sq mm.
- The number of instances in the synthesized netlist is roughly 220.
- The via count normalized by instance count reads 3.000.
- For this run, the script counts the antenna cells in the layout as 0.
- The post-CTS resize count is 0.
- The number of buffers added to fix hold violations after cts reads 0.
- The layout clock buffer count is 0.
- Once the clock tree was built, the setup fixing pass inserted 0 buffers.
- The HPWL after detailed placement is around 3.9 mm.
- The number of top-level pins is 96.
- The standby leakage power reads 0.001525 uW.
- The layout overhead on the synthesized area is 51.50%.
- The total number of placement rows reads 35.
- The number of different library cells in the post-synthesis netlist is 6.
- Global routing used 5.800% of the available tracks.
- STA reports the tightest min-delay check as being of type in2out.
-- metrics by stage --
| stage | worst slack, ns | hold slack, ns | util (%) |
|---|---|---|---|
| 6_report | 3.793 | 13.10 | 27.95 |
| 5_1_grt | 3.122 | 13.15 | 27.95 |
| 4_1_cts | 3.623 | 13.12 | 27.95 |
| 3_5_place_dp | 3.666 | 13.12 | 27.95 |
| 3_3_place_gp | 3.716 | 13.12 | 27.95 |
| 2_1_floorplan | 4.859 | 12.25 | - |
-- metal layers --
layer | routed length, um | global-route usage, % | up-vias
li1 | - | - | 659
met1 | 1787 | 7.422 | 504
met2 | 1400 | 8.007 | 70
met3 | 746 | 4.521 | 0
met4 | 0 | 0 | 0
met5 | 0 | 0 | -
-- worst max-delay path by stage --
stage / from / end / slack, ns
4_1_cts: A[0] / x[31] / 3.62
5_1_grt: A[0] / x[31] / 3.12
6_report: A[0] / x[31] / 3.79
-- critical path, delay by kind of cell --
kind                     cells  cell delay [ns]
adder cells (fa/ha/maj)     31            12.89
buffers and inverters        4             1.06
XOR/XNOR                     2             0.33
-- layout by cell type, fill, tap and decap left out --
| cell type | n |
|---|---|
| sky130_fd_sc_hd__clkdlybuf4s50_1 | 96 |
| sky130_fd_sc_hd__fa_1 | 30 |
| sky130_fd_sc_hd__ha_1 | 31 |
| sky130_fd_sc_hd__inv_1 | 122 |
| sky130_fd_sc_hd__xnor2_1 | 2 |
| sky130_fd_sc_hd__xor2_1 | 1 |
-- cell usage after synthesis, drive strengths merged --
cell | n | area share (%)
xor2 | 1 | 0.51
ha | 31 | 23
xnor2 | 2 | 1.0
inv | 122 | 27
fa | 30 | 35
buf | 32 | 14
-- cell type report --
cell class / count / area [sq um]
well taps: 129 / 161.4
multi-input cells: 64 / 1015
repair buffers: 96 / 960.9
inverters: 122 / 457.9
fillers: 1029 / 6689
-- kinds of logic after synthesis --
family / synth area share (%)
adders and majority gates: 57.71
buffers and inverters: 40.76
xor gates and xnor gates: 1.534
-- where the power goes --
group          internal, uW  switching, uW  total (uW)
Sequential                0              0           0
Combinational          29.7           13.8        43.5
Clock                     0              0           0
Total                  29.7           13.8        43.5
Power is estimated from default activity; no workload was simulated.
