--- design.v ---
module bc_7 (x1,x2,x3,x4,A,B,C,D,E,F,G);
input x1,x2,x3,x4;
output A,B,C,D,E,F,G;
assign A = (!x1&!x2&x3) | (!x1&x2&x4) | (x1&!x2&!x3) | (!x2&!x3&!x4);
assign B = (!x1&!x2) | (!x1&x2&!x3&!x4) | (!x1&x2&x3&x4) | (x1&!x2&!x3);
assign C = (!x1&!x3) | (x1&!x2&!x3) | (!x1&x3&x4) | (!x1&x2&x3&!x4);
assign D = (!x2&!x3&!x4) | (!x1&!x2&x3) | (!x1&x2&!x3&x4) | (!x1&x2&x3&!x4);
assign E = (!x1&x3&!x4) | (!x2&!x3&!x4);
assign F = (!x1&!x2&!x3&!x4) | (!x1&x2&!x3) | (x1&!x2&x3) | (!x1&x2&x3&!x4);
assign G = (!x1&x2&!x3) | (!x1&!x2&x3) | (!x1&x3&x4) | (x1&!x2&!x3&!x4);
endmodule
--- run.sh ---
#!/bin/bash
# OpenROAD 26Q1-2900-gdf79404cd8, Yosys 0.63+post, stock flow scripts
make -C /OpenROAD-flow-scripts/flow DESIGN_CONFIG=/design/flow/config.mk WORK_HOME=/design/flow/orfs finish
--- config.mk ---
export PLATFORM = sky130hd
export DESIGN_NAME = bc_7
export DESIGN_NICKNAME = bc_7
export VERILOG_FILES = /design/flow/design.v
export SDC_FILE = /design/flow/constraint.sdc
export NUM_CORES = 4
export LEC_CHECK = 1
export CORE_AREA = 10 10 70 70
export DIE_AREA = 0 0 80 80
--- constraint.sdc ---
current_design bc_7

set clk_period 1.2
set clk_io_pct 0.2

create_clock -name clk0 -period $clk_period

set non_clock_inputs [all_inputs -no_clocks]
set_input_delay [expr $clk_period * $clk_io_pct] -clock clk0 $non_clock_inputs
set_output_delay [expr $clk_period * $clk_io_pct] -clock clk0 [all_outputs]
==> impl_metrics.ini <==
; yosys + openroad results
[sta]
rsz0062_at_grt = yes
setup_viol = 3
period_used_share = 1.06
finalWorstSetupSlack_ns = -0.0760
tightest_slew_ns = 0.153
relSlewSlack = 0.898
period_needed_ns = 1.28
hold_viol_final = 0
fmax_mhz = 784
maxSlewViolCount = 0
holdWs_ns = 0.809

[detailed_routing]
drtIter0Drc = 14
drt_pass1_iterations = 2
avgRoutedWirePerCell_microns = 7.95
antenna_left = 0
antenna_cells = 0
via_per_inst = 2.60
drc = 0
wl_microns = 684
routed-via-count = 224

[yosys]
synth_seq_share = 0
synth.distinct_cells = 16
netlist_area_sq_um = 143
ys_chip_area_sq_um = 143
synthCells = 21
synth_top_cell_by_area = o21bai_1
top_cells_by_area = o21bai_1 11%, nand2b_1 8.8%, o22ai_1 8.8%
top_cell_area_share = 0.105
synth_warnings = 0
yosysCellCount = 21
syn_area_per_cell_sq_um = 6.79

[die]
coreArea_sq_um = 3420
io_pins = 11
fp-row-count = 21
die_w_microns = 80
fp_util = 0.0418
dieHeight_microns = 80
dieArea_sq_um = 6400

[worst_setup_path]
slowest_delay_ns = 0.51
crit_family = simple AND/OR/NAND/NOR gates
endpoint_kind = output pin
crit_fanout = 5
crit_buf_inv = 2
crit_type = primary input to output pin
cp.arrival_ns = 1.04
path_cells = buf_8, or4b_1, o21ai_1, buf_2
cp.required_ns = 0.96
worstSetupStartpointType = primary input
cp_slowest_cell = or4b_1

[final_layout]
seq_cells = 0
drive_gt1_frac = 0.700
utilization = 0.115
n_fill_cell = 396
final_cell_mix = 9 x buf_4, 6 x buf_2, 3 x buf_6
ff_latch_area_sq_um = 0
clock_buffer_count = 0
lay_top_count = buf_4
postLayoutCellArea_sq_um = 394
syn_to_final_growth_pct = 176

[power_and_ir_drop]
power.density_nw_per_um2 = 319
power_leakage_nw = 0.169
vdd_ir_drop_max_mv = 0.0494

[placement]
pre_cts_ws_ns = -0.885
dp_hpwl_microns = 550
dpl-instance-area_sq_um = 347
port_buffers = 11
place_congestion = 0.712

[global_routing]
grt_usage = 0.0213
grt_max_degree = 8
grt_pass1_vias = 246
grt_overflow = 0
grt_pass1_wl_microns = 1150
antenna_found_initial = 0

[flow_run]
tool_warnings = 34
drv_cap = 0

[status]
status = finished, violations left
violations = negative setup slack

[worst_hold_path]
hp-class = primary input to output pin
-- where the power goes --
group,internal [mW],switching (mW)
clock,0,0
sequential,0,0
combinational,0.0789,0.0470
total,0.0789,0.0470
-- worst paths after layout --
kind	from	endpoint	slack (ns)	cells past startpoint
worst min-delay path	x2	G	0.81	4
worst max-delay path	x2	G	-0.08	4
-- cell type report --
cell class | count | area (sq um) | area share
repair buffers | 21 | 164 | 0.416
multi-input cells | 19 | 173 | 0.438
well taps | 46 | 57.6 | 0.146
-- synth_stat cells (all sizes together) --
master	count
o21ai	1
o21bai	2
a211oi	1
a21oi	2
mux2	1
nor3	2
buf	2
o22ai	2
nor2	1
nor2b	1
nand2b	2
and2b	1
xor2	1
and2	1
or4b	1
-- cells by family (layout without fill, tap and decap cells) --
family                 count (synthesis)  in the layout  share of synthesized area
AND/OR/NAND/NOR                        9              9                      0.395
buffers and inverters                  2             21                      0.114
multiplexers                           1              1                     0.0789
XOR/XNOR                               1              1                     0.0614
AND-OR/OR-AND                          8              8                      0.351
-- per-layer routing --
layer | track usage | wire length [microns]
met1 | 0.0264 | 299
met2 | 0.0385 | 330
met3 | 0.00455 | 54
met4 | 0 | 0
met5 | 0 | 0
-- per-stage QoR --
stage	power (mW)	instances	setup TNS, ns
5_1_grt	0.140	86	-0.403
3_5_place_dp	0.117	83	-5.58
6_report	0.126	86	-0.209
4_1_cts	0.119	86	-0.231
2_1_floorplan	0.0366	21	0
3_3_place_gp	0.116	83	-5.50
-- repair_timing --
action | in CTS | in global routing
setup endpoints to repair | 7 | 5
pin swaps | 4 | 2
setup buffers | 3 | 0
hold buffers | 0 | 0
gates resized | 50 | 5
Power figures rest on the tool's default switching activity, not on a simulated workload.
